[flow/run.sh]
#!/bin/bash
# OpenROAD 26Q1-2900-gdf79404cd8, Yosys 0.63+post, stock flow scripts
make -C /OpenROAD-flow-scripts/flow DESIGN_CONFIG=/design/flow/config.mk WORK_HOME=/design/flow/orfs finish
[flow/config.mk]
export PLATFORM = sky130hd
export DESIGN_NAME = mux_32bus_8x3
export DESIGN_NICKNAME = mux_32bus_8x3
export VERILOG_FILES = /design/flow/design.v
export SDC_FILE = /design/flow/constraint.sdc
export NUM_CORES = 4
export LEC_CHECK = 1
export CORE_AREA = 10 10 120 120
export DIE_AREA = 0 0 130 130
[flow/constraint.sdc]
current_design mux_32bus_8x3

set clk_period 1.9
set clk_io_pct 0.2

create_clock -name clk0 -period $clk_period

set non_clock_inputs [all_inputs -no_clocks]
set_input_delay [expr $clk_period * $clk_io_pct] -clock clk0 $non_clock_inputs
set_output_delay [expr $clk_period * $clk_io_pct] -clock clk0 [all_outputs]
[flow/design.v]
`timescale 1ns / 1ps
module mux2x1(
    output out,
    input in0,
    input in1,
    input sel
    );
    wire t0, t1;
    and(t0, ~sel, in0);
    and(t1, sel, in1);
    or(out, t0, t1);
endmodule
`timescale 1ns / 1ps
module mux4x2(
    output out,
    input [3:0] in,
    input [1:0] sel
    );
    wire t0, t1, t2, t3;
    and(t0, in[0], ~sel[0], ~sel[1]);
    and(t1, in[1], ~sel[0], sel[1]);
    and(t2, in[2], sel[0], ~sel[1]);
    and(t3, in[3], sel[0], sel[1]);
    or(out, t0, t1, t2, t3);
endmodule
`timescale 1ns / 1ps
module mux8x3(
    output out,
    input [7:0] in,
    input [2:0] sel
    );
    wire t0, t1;
    mux4x2 MUX_4X2_3_0(.out(t0), .in(in[3:0]), .sel(sel[1:0]));
    mux4x2 MUX_4X2_7_4(.out(t1), .in(in[7:4]), .sel(sel[1:0]));
    mux2x1 MUX_2X1(.out(out), .in0(t0), .in1(t1), .sel(sel[2]));
endmodule
`timescale 1ns / 1ps
module mux_32bus_8x3(
    output [31:0] out,
    input [31:0] in0,
    input [31:0] in1,
    input [31:0] in2,
    input [31:0] in3,
    input [31:0] in4,
    input [31:0] in5,
    input [31:0] in6,
    input [31:0] in7,
    input [2:0] sel
    );
    mux8x3 MUX0(.out(out[0]), .in({in0[0], in1[0], in2[0], in3[0], in4[0], in5[0], in6[0], in7[0]}), .sel(sel));
    mux8x3 MUX1(.out(out[1]), .in({in0[1], in1[1], in2[1], in3[1], in4[1], in5[1], in6[1], in7[1]}), .sel(sel));
    mux8x3 MUX2(.out(out[2]), .in({in0[2], in1[2], in2[2], in3[2], in4[2], in5[2], in6[2], in7[2]}), .sel(sel));
    mux8x3 MUX3(.out(out[3]), .in({in0[3], in1[3], in2[3], in3[3], in4[3], in5[3], in6[3], in7[3]}), .sel(sel));
    mux8x3 MUX4(.out(out[4]), .in({in0[4], in1[4], in2[4], in3[4], in4[4], in5[4], in6[4], in7[4]}), .sel(sel));
    mux8x3 MUX5(.out(out[5]), .in({in0[5], in1[5], in2[5], in3[5], in4[5], in5[5], in6[5], in7[5]}), .sel(sel));
    mux8x3 MUX6(.out(out[6]), .in({in0[6], in1[6], in2[6], in3[6], in4[6], in5[6], in6[6], in7[6]}), .sel(sel));
    mux8x3 MUX7(.out(out[7]), .in({in0[7], in1[7], in2[7], in3[7], in4[7], in5[7], in6[7], in7[7]}), .sel(sel));
    mux8x3 MUX8(.out(out[8]), .in({in0[8], in1[8], in2[8], in3[8], in4[8], in5[8], in6[8], in7[8]}), .sel(sel));
    mux8x3 MUX9(.out(out[9]), .in({in0[9], in1[9], in2[9], in3[9], in4[9], in5[9], in6[9], in7[9]}), .sel(sel));
    mux8x3 MUX10(.out(out[10]), .in({in0[10], in1[10], in2[10], in3[10], in4[10], in5[10], in6[10], in7[10]}), .sel(sel));
    mux8x3 MUX11(.out(out[11]), .in({in0[11], in1[11], in2[11], in3[11], in4[11], in5[11], in6[11], in7[11]}), .sel(sel));
    mux8x3 MUX12(.out(out[12]), .in({in0[12], in1[12], in2[12], in3[12], in4[12], in5[12], in6[12], in7[12]}), .sel(sel));
    mux8x3 MUX13(.out(out[13]), .in({in0[13], in1[13], in2[13], in3[13], in4[13], in5[13], in6[13], in7[13]}), .sel(sel));
    mux8x3 MUX14(.out(out[14]), .in({in0[14], in1[14], in2[14], in3[14], in4[14], in5[14], in6[14], in7[14]}), .sel(sel));
    mux8x3 MUX15(.out(out[15]), .in({in0[15], in1[15], in2[15], in3[15], in4[15], in5[15], in6[15], in7[15]}), .sel(sel));
    mux8x3 MUX16(.out(out[16]), .in({in0[16], in1[16], in2[16], in3[16], in4[16], in5[16], in6[16], in7[16]}), .sel(sel));
    mux8x3 MUX17(.out(out[17]), .in({in0[17], in1[17], in2[17], in3[17], in4[17], in5[17], in6[17], in7[17]}), .sel(sel));
    mux8x3 MUX18(.out(out[18]), .in({in0[18], in1[18], in2[18], in3[18], in4[18], in5[18], in6[18], in7[18]}), .sel(sel));
    mux8x3 MUX19(.out(out[19]), .in({in0[19], in1[19], in2[19], in3[19], in4[19], in5[19], in6[19], in7[19]}), .sel(sel));
    mux8x3 MUX20(.out(out[20]), .in({in0[20], in1[20], in2[20], in3[20], in4[20], in5[20], in6[20], in7[20]}), .sel(sel));
    mux8x3 MUX21(.out(out[21]), .in({in0[21], in1[21], in2[21], in3[21], in4[21], in5[21], in6[21], in7[21]}), .sel(sel));
    mux8x3 MUX22(.out(out[22]), .in({in0[22], in1[22], in2[22], in3[22], in4[22], in5[22], in6[22], in7[22]}), .sel(sel));
    mux8x3 MUX23(.out(out[23]), .in({in0[23], in1[23], in2[23], in3[23], in4[23], in5[23], in6[23], in7[23]}), .sel(sel));
    mux8x3 MUX24(.out(out[24]), .in({in0[24], in1[24], in2[24], in3[24], in4[24], in5[24], in6[24], in7[24]}), .sel(sel));
    mux8x3 MUX25(.out(out[25]), .in({in0[25], in1[25], in2[25], in3[25], in4[25], in5[25], in6[25], in7[25]}), .sel(sel));
    mux8x3 MUX26(.out(out[26]), .in({in0[26], in1[26], in2[26], in3[26], in4[26], in5[26], in6[26], in7[26]}), .sel(sel));
    mux8x3 MUX27(.out(out[27]), .in({in0[27], in1[27], in2[27], in3[27], in4[27], in5[27], in6[27], in7[27]}), .sel(sel));
    mux8x3 MUX28(.out(out[28]), .in({in0[28], in1[28], in2[28], in3[28], in4[28], in5[28], in6[28], in7[28]}), .sel(sel));
    mux8x3 MUX29(.out(out[29]), .in({in0[29], in1[29], in2[29], in3[29], in4[29], in5[29], in6[29], in7[29]}), .sel(sel));
    mux8x3 MUX30(.out(out[30]), .in({in0[30], in1[30], in2[30], in3[30], in4[30], in5[30], in6[30], in7[30]}), .sel(sel));
    mux8x3 MUX31(.out(out[31]), .in({in0[31], in1[31], in2[31], in3[31], in4[31], in5[31], in6[31], in7[31]}), .sel(sel));
endmodule
==> GITHUB_STEP_SUMMARY <==
### Flow metrics

| Metric | Value |
|---|---|
| Run status | `complete, but fails checks` |
| Violations in the final reports | `setup timing` |
| Number of design rule violations left after detail routing | `0` |
| Critical path start-end classification | `in -> out` |
| Layout overhead on the synthesized area | `150%` |
| Combinational gate area | `between 1500 and 2000 um2` |
| Max Cap Violations | `0` |
| Number of hold buffers added after cts | `0` |
| Core footprint | `11900 um2` |
| Pre-CTS WS | `-537 ps` |
| Total negative setup slack | `-2340 ps` |
| Combined global-route utilization of all metal layers | `~16%` |
| Power density over cell area | `215 nW/um2` |
| Cells traversed along the worst timing path | `clkdlybuf4s50_1 -> mux4_2 -> mux2_4 -> buf_6` |
| OpenROAD warning count | `35` |
| Largest driver fanout on the critical path | `1` |
| Arrival time of the worst setup path | `1670 ps` |
| Die width | `about 130 um` |
| Final design utilization | `48.0%` |
| Upper clock frequency limit | `around 500 MHz` |
| Minimum clock period after layout | `slightly above 2000 ps` |
| Largest net degree at the start of global routing | `28` |
| Syn. warnings | `0` |
| P_leak | `~3.2 nW` |
| Standard cell with the maximum stage delay on the critical path | `sky130_fd_sc_hd__mux4_2` |
| Wire length of the first global-routing pass | `between 15 and 20 mm` |
| Half-perimeter wire length of the detailed placement result | `about 11 mm` |
| Fin crit share | `108%` |
| Leading post-synthesis cells by cell area | `sky130_fd_sc_hd__mux4_1 37%, sky130_fd_sc_hd__mux4_2 32%, sky130_fd_sc_hd__mux2_2 16%` |
| Top area contributor share | `roughly 37%` |
| DIE AREA | `16900 um2` |
| Routed len/inst | `about 24 um` |
| Drt total wl | `around 14 mm` |
| Yosys-reported design area after synthesis | `2280 um2` |
| Filler instances | `~1100` |
| Required time reported for the critical path endpoint | `about 1500 ps` |
| Initial antenna violation count | `4` |
| Critical path startpoint category | `input pin` |
| Cells in synth_stat.txt | `between 100 and 150` |
| Floorplan die height | `~130 um` |
| Initial core utilization | `between 10% and 20%` |
| Synth Seq Share | `0%` |
| CP endpoint kind | `primary output` |
| Final RePlAce weighted congestion | `0.883` |
| Final Setup Violations | `30` |
| Vias per cell | `about 4.6` |
| Congestion Overflow GR | `0` |
| Sequential cell area in the final layout | `0 um2` |
| Clock Buffer Count | `0` |
| Placement row count | `around 40` |
| Number of sequential cells | `0` |
| Fraction of final layout cells with drive strength greater than 1 | `roughly 40%` |
| Filler-free cell count of the finished design | `about 580` |
| Distinct lib cells | `8` |
| Synth Instances | `around 150` |
| Number of top-level pins | `between 200 and 300` |
| Normalized max-slew margin | `around nine tenths` |
| Top post-synthesis cells by count | `32 x sky130_fd_sc_hd__buf_4, 32 x sky130_fd_sc_hd__mux2_2, 32 x sky130_fd_sc_hd__mux4_1, 32 x sky130_fd_sc_hd__mux4_2, 8 x sky130_fd_sc_hd__buf_1` |
| Unrepaired setup endpoints after global routing | `yes` |
| Number of iterations in the first detailed-routing pass | `4` |
| Initial DRC Count | `roughly 58` |
| Worst Hold Slack | `1270 ps` |
| Fin. Hold Viols | `0` |
| Dpl cells | `between 500 and 600` |
| Slew @ Worst Pin | `around 150 ps` |
| Crit path largest cell delay | `approximately 500 ps` |
| Syn_area_per_cell | `roughly 16 um2` |
| Buf+Inv Stages, Crit Path | `2` |
| Class of the most critical hold timing path | `in -> out` |
| Total via count after detailed routing | `roughly 2600` |
| Final antenna-violating net count | `0` |
| VDD IR max | `around 0.00012 V` |
| Max-slew violation count | `0` |
| Top delay family on crit path | `multiplexers` |
| Final WS setup | `-153 ps` |
| Via count of the first global-routing pass | `approximately 3100` |
| Largest area contributor in the netlist | `sky130_fd_sc_hd__mux4_1` |
| Netlist area before placement | `2280 um2` |
| Number of buffers inserted by port buffering | `between 200 and 300` |
## cells by family after synthesis
| kind of cell | count (synthesis) | share of synthesized area [%] |
|---|---|---|
| buf+inv | 50 | 15.9 |
| mux | 96 | 84.1 |
## cell type report
class | count | share of cell area, %
repair buffers | 331 | 63.0
multi-input cells | 96 | 33.6
well taps | 147 | 3.22
diodes | 3 | 0.131
## tightest hold or removal path, delay by kind of cell
family | cells | cell delay, ps
buffers and inverters | 2 | 170
muxes | 2 | 350
## stage by stage
| stage | power [W] | instance area [um2] |
|---|---|---|
| finish | 0.00123 | 5710 |
| global route | 0.00131 | 5710 |
| CTS | 0.00123 | 5420 |
| detailed placement | 0.00115 | 5180 |
| global placement | 0.00115 | 5180 |
| floorplan | 0.000496 | 2320 |
## report_power, final
part / switching, W / internal (W)
registers: 0 / 0
logic: 0.000305 / 0.000924
clock network: 0 / 0.000000000211
## what timing repair did
action                     in CTS  in global routing
gates cloned                    7                  1
gates resized                 313                115
pin swaps                       0                  0
buffers inserted               22                  2
hold endpoints to repair        0                  0
setup endpoints to repair      32                 32
## placed cells by master, fill, tap and decap left out
cell type and n:
sky130_fd_sc_hd__clkbuf_16 1, sky130_fd_sc_hd__dlygate4sd2_1 109, sky130_fd_sc_hd__buf_16 5, sky130_fd_sc_hd__mux4_2 64
sky130_fd_sc_hd__buf_4 13, sky130_fd_sc_hd__dlymetal6s2s_1 93, sky130_fd_sc_hd__clkdlybuf4s50_1 54, sky130_fd_sc_hd__diode_2 3
sky130_fd_sc_hd__buf_8 3, sky130_fd_sc_hd__buf_2 8, sky130_fd_sc_hd__mux2_4 32, sky130_fd_sc_hd__buf_6 35
sky130_fd_sc_hd__buf_12 10
## worst paths after layout
| path | end | startpoint | cells after the start | slack [ps] |
|---|---|---|---|---|
| worst max-delay path | out[11] | in1[11] | 4 | -150 |
| worst min-delay path | out[16] | in0[16] | 4 | 1270 |
## metal layers
metal	track usage, %	routed length [um]	up-vias
met5	0	7	-
met4	1.19	121	2
met3	5.93	1350	10
met2	27.9	7320	153
met1	17.9	5090	1286
li1	-	-	1186
No activity file was given, so power comes from the tool's default toggle rates.
